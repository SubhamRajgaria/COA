## config.mk

```make
export PLATFORM = sky130hd
export DESIGN_NAME = Registers
export DESIGN_NICKNAME = Registers
export VERILOG_FILES = /design/flow/design.v
export SDC_FILE = /design/flow/constraint.sdc
export NUM_CORES = 4
export LEC_CHECK = 1
export CORE_UTILIZATION = 30
```

## constraint.sdc

```tcl
current_design Registers

set clk_period 5.6
set clk_io_pct 0.2

create_clock -name clk0 -period $clk_period [get_ports {iCLK}]

set non_clock_inputs [all_inputs -no_clocks]
set_input_delay [expr $clk_period * $clk_io_pct] -clock clk0 $non_clock_inputs
set_output_delay [expr $clk_period * $clk_io_pct] -clock clk0 [all_outputs]
```

## design.v

```verilog
module Registers (iCLK, iCLR, iReadRegister1, iReadRegister2, iWriteRegister,
	iWriteData, iRegWrite, oReadData1, oReadData2, iRegDispSelect, oRegDisp,
	oRegA0, oRegV0,iRegA0,iA0en);
input wire [4:0] iReadRegister1, iReadRegister2, iWriteRegister,
	iRegDispSelect;
input wire [31:0] iWriteData, iRegA0;
input wire iCLK, iCLR, iRegWrite, iA0en;
output wire [31:0] oReadData1, oReadData2, oRegDisp, oRegA0, oRegV0;
reg [31:0] registers[31:0];
parameter SPR=5'd29,			 
		  SPADR=32'd32764;		 
integer i;
initial
begin
	for (i = 0; i <= 31; i = i + 1)
	begin
		registers[i] = 32'b0;
	end
	registers[SPR] = SPADR;
end
assign oReadData1 =	registers[iReadRegister1];
assign oReadData2 =	registers[iReadRegister2];
assign oRegDisp =	registers[iRegDispSelect];
assign oRegV0	 =	registers[5'd2];
assign oRegA0	 =	registers[5'd4];
always @(posedge iCLK)
begin
	if (iCLR)
	begin
		for (i = 0; i <= 31; i = i + 1)
		begin
			registers[i] = 32'b0;
		end
		registers[SPR] = SPADR;   
	end
	else if (iCLK && iRegWrite)
	begin
		if (iWriteRegister != 5'b0)
		begin
			registers[iWriteRegister] =	iWriteData;
		end
	end
	if(iA0en)
		registers[5'd4] = iRegA0;
end
endmodule
```

## run.sh

```bash
#!/bin/bash
# OpenROAD 26Q1-2900-gdf79404cd8, Yosys 0.63+post, stock flow scripts
make -C /OpenROAD-flow-scripts/flow DESIGN_CONFIG=/design/flow/config.mk WORK_HOME=/design/flow/orfs finish
```

==> impl_metrics.ini <==
; yosys + openroad results
[floorplanning]
fp_util_pct = 30.27
die_h_microns = 465.1
ios = 248
rows = 169
die_w_microns = 465.1

[synth]
yosys_cells = 5771
ys_async_sr_fraction_pct = 0
edf_count = 1024
synthDistinctLibCells = 27
avgSynthCellArea_sq_um = 11.15
ys_seq_share_pct = 47.80
synth-seq-cells = 1024
yosysChipArea_sq_um = 64330
synth-main-ff-cell = edfxtp_1
synthCells = 5771
ys_warn_count = 1
synth_area_sq_um = 64330

[placed_design]
dp_hpwl_mm = 155.8
port_buffers = 247
gp_congestion = 0.9758
dp_cells = 8486
pre_cts_ws_ns = 0.3121

[grt]
grt_start_max_net_pins = 75

[run_status]
status = stopped before the end
firstError = [ERROR GRT-0232] Routing congestion too high. Check the congestion heatmap in the GUI.
haltStage = 5_1_grt
==> cell families after synthesis <==
kind of cell,Yosys count,share of synthesized area (%)
buffers and inverters,578,3.791
other,1,0.005829
and+or+nand+nor,1736,14.92
DFF,1024,47.80
AOI/OAI and AO/OA,896,9.584
muxes,1536,23.90
==> stage by stage <==
| stage | hold slack (ns) | setup TNS [ns] | cell area (sq um) |
|---|---|---|---|
| floorplan | 0.7875 | 0 | 64450 |
| global placement | 1.167 | 0 | 70470 |
| detailed placement | 1.167 | 0 | 70470 |
| CTS | 0.8716 | -0.04829 | 84510 |
==> synthesized netlist by cell type, types with 5 or more instances <==
cell type | count | share of area (%)
mux2i_1 | 1536 | 24
edfxtp_1 | 1024 | 48
and2_1 | 950 | 9.2
clkbuf_1 | 353 | 2.1
nand2_1 | 295 | 1.7
nand3_1 | 290 | 2.3
a21oi_1 | 288 | 2.2
a22oi_1 | 288 | 3.4
a22o_1 | 224 | 3.0
buf_2 | 185 | 1.4
a31oi_1 | 96 | 0.93
nor3_1 | 96 | 0.75
buf_1 | 33 | 0.19
nor2_1 | 33 | 0.19
or2_2 | 33 | 0.32
or3_1 | 15 | 0.15
nand2b_1 | 7 | 0.068
nor2b_1 | 6 | 0.058
nand3b_1 | 5 | 0.058
==> repair_timing <==
item | CTS
setup buffers | 39
hold buffers | 0
gates cloned | 35
gates resized | 39
endpoints found under the setup margin | 907
endpoints found under the hold margin | 0

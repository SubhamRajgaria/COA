<file path="./config.mk">
export PLATFORM = sky130hd
export DESIGN_NAME = FPURegisters
export DESIGN_NICKNAME = FPURegisters
export VERILOG_FILES = /design/flow/design.v
export SDC_FILE = /design/flow/constraint.sdc
export NUM_CORES = 4
export LEC_CHECK = 1
export CORE_UTILIZATION = 30
</file>
<file path="./design.v">
module FPURegisters (iCLK, iCLR, iReadRegister1, iReadRegister2, iWriteRegister,
	iWriteData, iRegWrite, oReadData1, oReadData2, iRegDispSelect, oRegDisp);
input wire [4:0] iReadRegister1, iReadRegister2, iWriteRegister, iRegDispSelect;
input wire [31:0] iWriteData;
input wire iCLK, iCLR, iRegWrite;
output wire [31:0] oReadData1, oReadData2, oRegDisp;
reg [31:0] registers[31:0];
integer i;
initial
begin
	for (i = 0; i <= 31; i = i + 1)
	begin
		registers[i] = 32'b0;
	end
end
assign oReadData1 =	registers[iReadRegister1];
assign oReadData2 =	registers[iReadRegister2];
assign oRegDisp =	registers[iRegDispSelect];
always @(posedge iCLK)
begin
	if (iCLR)
	begin
		for (i = 0; i <= 31; i = i + 1)
		begin
			registers[i] = 32'b0;
		end
	end
	else if (iCLK && iRegWrite)
	begin
		registers[iWriteRegister] =	iWriteData;
	end
end
endmodule
</file>
<file path="./run.sh">
#!/bin/bash
# OpenROAD 26Q1-2900-gdf79404cd8, Yosys 0.63+post, stock flow scripts
make -C /OpenROAD-flow-scripts/flow DESIGN_CONFIG=/design/flow/config.mk WORK_HOME=/design/flow/orfs finish
</file>
<file path="./constraint.sdc">
current_design FPURegisters

set clk_period 7.7
set clk_io_pct 0.2

create_clock -name clk0 -period $clk_period [get_ports {iCLK}]

set non_clock_inputs [all_inputs -no_clocks]
set_input_delay [expr $clk_period * $clk_io_pct] -clock clk0 $non_clock_inputs
set_output_delay [expr $clk_period * $clk_io_pct] -clock clk0 [all_outputs]
</file>
==> flow_summary.ini <==
; physical design summary
[logic_synthesis]
top_cell = mux2i_1
compound_area_share_pct = 9.04
async_flop_share_pct = 0
yosys_area_um2 = 65100
netlist_logic_family_top = multiplexers
synth_seq_share_pct = 47.2
yosysWarnings = 1
ys_ff = 1024
synth-adder-area-share_pct = 0
muxShareOfSynthArea_pct = 23.6
yosys.area_share.simple_pct = 15.5
synth.avg_cell_area_um2 = 11.2
synth_xor_xnor_area_share_pct = 0
top_cell_area_share_pct = 47.2
netlist.top_cell.by_area = edfxtp_1
ys_cells = 5798
edf_count = 1024
synth.top_cells.by_count = mux2i_1 (1536), and2_1 (1027), edfxtp_1 (1024), nand2_1 (293), nand3_1 (289)
ys_types = 30
netlist_area_um2 = 65100
synthCells = 5798
flop_cell = edfxtp_1
synth.area.top_cells = edfxtp_1 (47%), mux2i_1 (24%), and2_1 (9.9%)

[clocking]
cts_setup_buffers = 0
hold_buffers = 0
cts_resized = 0

[global_route]
grt_max_degree = 92

[placed_design]
placedInstanceArea_um2 = 68800
io_buffers = 150
dp.final_hpwl_um = 143000
pre_cts_slack_ns = 1.40
placed_cells = 8364
finalWeightedCongestion = 0.906

[die]
die_y_um = 468
die_width_um = 468
fp-utilization_pct = 30.3
rows = 170
ioPinCount = 151

[outcome]
stop_stage = global routing
outcome = did not finish
stop_error = [ERROR GRT-0229] Vertical edge usage exceeds the maximum allowed. (41, 34) usage=2203 limit=2200
-- through the flow --
step / utilization, % / hold slack, ns
floorplan: - / 0.735
global placement: 31.9 / 0.950
CTS: 38.5 / 1.58
detailed placement: 31.9 / 0.950
-- logic make-up after synthesis --
| kind of cell | count (synthesis) |
|---|---|
| buf+inv | 574 |
| simple gates | 1800 |
| mux | 1536 |
| compound gates | 864 |
| flops | 1024 |
